### flow/config.mk
export PLATFORM = sky130hd
export DESIGN_NAME = DATA_RISK
export DESIGN_NICKNAME = DATA_RISK
export VERILOG_FILES = /design/flow/design.v
export SDC_FILE = /design/flow/constraint.sdc
export NUM_CORES = 4
export LEC_CHECK = 1
export CORE_AREA = 10 10 191 191
export DIE_AREA = 0 0 201 201
### flow/constraint.sdc
current_design DATA_RISK

set clk_period 12.2
set clk_io_pct 0.2

create_clock -name clk0 -period $clk_period

set non_clock_inputs [all_inputs -no_clocks]
set_input_delay [expr $clk_period * $clk_io_pct] -clock clk0 $non_clock_inputs
set_output_delay [expr $clk_period * $clk_io_pct] -clock clk0 [all_outputs]
### flow/design.v
module DATA_RISK(
    input wire [ 4:0] ID_RS1,
    input wire [ 4:0] ID_RS2,
    input wire [ 4:0] ID_EX_RD,
    input wire [ 4:0] EX_MEM_RD,
    input wire [ 4:0] MEM_WB_RD,
    input wire        RS1_SEL,
    input wire        RS2_SEL,
    input wire [31:0] ALU_C,
    input wire [31:0] EX_SEXT_ext,
    input wire [31:0] EX_pc4,
    input wire [ 2:0] EX_rf_wsel,
    input wire [31:0] MEM_C,
    input wire [31:0] MEM_ext,
    input wire [31:0] MEM_pc4,
    input wire [31:0] MEM_rdo,
    input wire [ 2:0] MEM_rf_wsel,
    input wire [31:0] RF_wD,
    input wire        ID_dram_we,
    input wire        rf_we_EX,
    input wire        rf_we_MEM,
    input wire        rf_we_WB,
    output wire       forward_op1,
    output wire       forward_op2,
    output reg [31:0] rD1_forward,
    output reg [31:0] rD2_forward,
    output reg        stop
);
    wire RISK_A1 = (ID_EX_RD == ID_RS1) & rf_we_EX & RS1_SEL & (ID_EX_RD != 5'b0);
    wire RISK_A2 = (ID_EX_RD == ID_RS2) & rf_we_EX & (~RS2_SEL|ID_dram_we) & (ID_EX_RD != 5'b0);
    wire RISK_B1 = (EX_MEM_RD == ID_RS1) & rf_we_MEM & RS1_SEL & (EX_MEM_RD != 5'b0);
    wire RISK_B2 = (EX_MEM_RD == ID_RS2) & rf_we_MEM & (~RS2_SEL|ID_dram_we) & (EX_MEM_RD != 5'b0);
    wire RISK_C1 = (MEM_WB_RD == ID_RS1) & rf_we_WB & RS1_SEL & (MEM_WB_RD != 5'b0);
    wire RISK_C2 = (MEM_WB_RD == ID_RS2) & rf_we_WB & (~RS2_SEL|ID_dram_we) & (MEM_WB_RD != 5'b0);
    assign forward_op1 = RISK_A1 | RISK_B1 | RISK_C1;      
    assign forward_op2 = RISK_A2 | RISK_B2 | RISK_C2;
    always @ (*) begin
        if (RISK_A1)begin
            case(EX_rf_wsel)
                3'b000 : rD1_forward = EX_pc4;
                3'b001 : rD1_forward = EX_SEXT_ext;
                3'b011 : rD1_forward = ALU_C;
                default : rD1_forward = 0;
            endcase
        end
        else if (RISK_B1)begin
            case(MEM_rf_wsel)
            3'b000 : rD1_forward = MEM_pc4;
            3'b001 : rD1_forward = MEM_ext;
            3'b010 : rD1_forward = MEM_rdo;
            3'b011 : rD1_forward = MEM_C;
            3'b100 : begin
                case (MEM_C[1:0])
                2'b00 : rD1_forward = {{24{MEM_rdo[7]}},MEM_rdo[7:0]};           
                2'b01 : rD1_forward = {{24{MEM_rdo[15]}},MEM_rdo[15:8]};           
                2'b10 : rD1_forward = {{24{MEM_rdo[23]}},MEM_rdo[23:16]};           
                2'b11 : rD1_forward = {{24{MEM_rdo[31]}},MEM_rdo[31:24]};           
                default : rD1_forward = {{24{MEM_rdo[7]}},MEM_rdo[7:0]};          
                endcase 
            end
            3'b101 : begin
                case (MEM_C[1:0])
                2'b00 : rD1_forward = {24'b0,MEM_rdo[7:0]};           
                2'b01 : rD1_forward = {24'b0,MEM_rdo[15:8]};           
                2'b10 : rD1_forward = {24'b0,MEM_rdo[23:16]};           
                2'b11 : rD1_forward = {24'b0,MEM_rdo[31:24]};           
                default : rD1_forward = {24'b0,MEM_rdo[7:0]};          
                endcase 
            end
            3'b110 : begin
                case (MEM_C[1])
                1'b0 : rD1_forward = {{16{MEM_rdo[15]}},MEM_rdo[15:0]};           
                1'b1 : rD1_forward = {{16{MEM_rdo[31]}},MEM_rdo[31:16]};           
                default : rD1_forward = {{16{MEM_rdo[15]}},MEM_rdo[15:0]};        
                endcase 
            end
            3'b111 : begin
                case (MEM_C[1])
                1'b0 : rD1_forward = {16'b0,MEM_rdo[15:0]};           
                1'b1 : rD1_forward = {16'b0,MEM_rdo[31:16]};           
                default : rD1_forward = {16'b0,MEM_rdo[15:0]};        
                endcase 
            end
            endcase
        end
        else if (RISK_C1) rD1_forward = RF_wD;
        else   rD1_forward = 0;
    end
    always @ (*) begin
        if (RISK_A2)begin
            case(EX_rf_wsel)
                3'b000 : rD2_forward = EX_pc4;
                3'b001 : rD2_forward = EX_SEXT_ext;
                3'b011 : rD2_forward = ALU_C;
                default : rD2_forward = 0;
            endcase
        end
        else if (RISK_B2)begin
            case(MEM_rf_wsel)
            3'b000 : rD2_forward = MEM_pc4;
            3'b001 : rD2_forward = MEM_ext;
            3'b010 : rD2_forward = MEM_rdo;
            3'b011 : rD2_forward = MEM_C;
            3'b100 : begin
                case (MEM_C[1:0])
                2'b00 : rD2_forward = {{24{MEM_rdo[7]}},MEM_rdo[7:0]};           
                2'b01 : rD2_forward = {{24{MEM_rdo[15]}},MEM_rdo[15:8]};           
                2'b10 : rD2_forward = {{24{MEM_rdo[23]}},MEM_rdo[23:16]};           
                2'b11 : rD2_forward = {{24{MEM_rdo[31]}},MEM_rdo[31:24]};           
                default : rD2_forward = {{24{MEM_rdo[7]}},MEM_rdo[7:0]};          
                endcase 
            end
            3'b101 : begin
                case (MEM_C[1:0])
                2'b00 : rD2_forward = {24'b0,MEM_rdo[7:0]};           
                2'b01 : rD2_forward = {24'b0,MEM_rdo[15:8]};           
                2'b10 : rD2_forward = {24'b0,MEM_rdo[23:16]};           
                2'b11 : rD2_forward = {24'b0,MEM_rdo[31:24]};           
                default : rD2_forward = {24'b0,MEM_rdo[7:0]};          
                endcase 
            end
            3'b110 : begin
                case (MEM_C[1])
                1'b0 : rD2_forward = {{16{MEM_rdo[15]}},MEM_rdo[15:0]};           
                1'b1 : rD2_forward = {{16{MEM_rdo[31]}},MEM_rdo[31:16]};           
                default : rD2_forward = {{16{MEM_rdo[15]}},MEM_rdo[15:0]};        
                endcase 
            end
            3'b111 : begin
                case (MEM_C[1])
                1'b0 : rD2_forward = {16'b0,MEM_rdo[15:0]};           
                1'b1 : rD2_forward = {16'b0,MEM_rdo[31:16]};           
                default : rD2_forward = {16'b0,MEM_rdo[15:0]};        
                endcase 
            end
            endcase
        end
        else if (RISK_C2) rD2_forward = RF_wD;
        else   rD2_forward = 0;
    end
    wire load_risk = (RISK_A1 | RISK_A2) & (EX_rf_wsel == 3'b010);
    always @ (*) begin
        if(load_risk)  begin
            stop = 1;
        end
        else begin
            stop = 0;
        end
    end
endmodule
### flow/run.sh
#!/bin/bash
# OpenROAD 26Q1-2900-gdf79404cd8, Yosys 0.63+post, stock flow scripts
make -C /OpenROAD-flow-scripts/flow DESIGN_CONFIG=/design/flow/config.mk WORK_HOME=/design/flow/orfs finish
==> ds_physical_params.txt <==
Table: implementation figures

Parameter                              Value

Outcome
  Status .................. complete, no violations

Final timing
  Pins Over Slew Limit .................. 0
  # setup viols final .................. 0
  Slew margin rel. .................. between 40 and 50%
  Timing-limited maximum frequency .................. 119 MHz
  Fin crit share .................. about 69%
  Unrepaired setup endpoints after global routing .................. no
  Transition at the pin with the smallest max-transition slack .................. 0.847 ns
  Hold_ws .................. around 5.9 ns
  Final critical path time including I/O delays and setup .................. 8.38 ns
  Final Hold Violation Tally .................. 0
  Total Neg Setup Slack .................. 0 ns

Routing
  Detailed Route WL .................. about 33000 um
  Violation count after the first detailed-route iteration .................. around 300
  Residual antenna-violating net count after detailed routing .................. 0
  Wire length per cell after detailed routing .................. ~24 um
  First-pass iteration count of the detailed router .................. 4
  Via count .................. around 6100
  DRC violations left .................. 0
  Via-to-Cell Ratio .................. approximately 4.5

Worst setup path
  Required time of the critical path .................. 9.76 ns
  Crit path kind .................. in2out
  CP startpoint kind .................. input pin
  Arrival time reported for the critical path endpoint .................. between 5 and 6 ns
  Worst-path fanout max .................. 36
  Critical Path End Type .................. output port

Synth
  Area of the mapped netlist .................. between 3000 and 4000 um2
  Main logic family after synthesis .................. AND-OR/OR-AND gates
  Xor and xnor area share after synthesis .................. 6.71%
  Cell types with the highest counts after synthesis .................. 79 x nor2_1, 59 x nand2_1, 55 x mux2i_1, 47 x nor3_1, 30 x clkbuf_1
  Most frequent cell after synthesis .................. nor2_1
  Ys cells .................. slightly below 600
  Share of the synthesized area in the top cell type .................. roughly 14%
  Number of cells produced by synthesis .................. ~600
  Basic-gate share of the synthesized area counting and, or, nand and nor cells .................. approximately 28%
  Yosys warning count .................. 1
  Post-synth cell types .................. ~50
  Cell type with the highest aggregate area in the netlist .................. mux2i_1
  Adder-cell share of the synthesized area .................. 0%
  Synth Area in Compound Gates .................. between 30% and 40%
  Per-instance average area after synthesis .................. between 6 and 7 um2
  Area reported by Yosys stat .................. just under 4000 um2
  Largest cells by area .................. mux2i_1 14%, nor2_1 7.6%, mux2_2 7.2%
  Multiplexer area fraction after synthesis .................. 21.8%
  Sequential share of the synthesized area .................. 0%

Place
  Placed Cells .................. around 1400
  Input/output buffers .................. roughly 360
  DP Wirelength .................. 27700 um
  Final RePlAce weighted congestion .................. 0.925
  Placed instance area .................. about 8000 um2

GRT
  Largest net degree at the start of global routing .................. 53
  Initial antenna violation count .................. 12
  Global-route wire length before repair .................. ~46000 um
  GR Util All Layers .................. between 15 and 20%
  GRT Residual Overflow .................. 0
  Number of global-route vias before repair .................. 6421

Cells and area
  Post-route standard cell area excluding fillers .................. roughly 8000 um2
  Sequential standard cell area .................. 0 um2
  Cell Count, Final, Fillers Out .................. 1364
  Clkbuf count .................. 0
  Number of flip-flops and latches .................. 0
  Area grow syn2layout .................. 104%
  Share of post-route cells with drive strength above 1 .................. about 6.1%

Flow run
  # Max-Cap Violations .................. 0
  Number of warnings in the stage logs .................. 32

Floorplanning
  Die span in y .................. between 200 and 250 um
  Initial Utilization .................. 12.1%
  Core ar. .................. approximately 32000 um2
  Cell Rows .................. about 66
  Number of top-level pins .................. 360
  DIE WIDTH .................. 201 um
  Area enclosed by the die boundary .................. 40400 um2

Clock network
  Hold-fix buffers, CTS .................. 0
  Post-CTS setup buffer count .................. 0
  Post-cts resize count .................. 0

Pwr
  Power density over the cells .................. between 20 and 30 nW/um2
  Worst IR Drop VDD .................. ~0.012 mV
  Static leakage power .................. approximately 0.003 uW

Min path
  Class of the tightest hold or removal check .................. in2out
## per-layer routing
metal	vias to the layer above	share of wire, %	GRT usage, %
li1	2943	-	-
met1	2862	40	18.2
met2	253	50	27.3
met3	22	7.8	4.86
met4	4	1.6	3.11
met5	-	0.10	0
## critical path: stages
cell,delay [ns]
clkdlybuf4s50_1,0.45
buf_4,0.37
inv_1,0.32
o41ai_1,0.87
or2_2,0.47
o32a_1,0.34
a221o_1,0.18
clkdlybuf4s50_1,0.48
## cell families after synthesis
kind of cell | count (synthesis)
AOI/OAI and AO/OA | 168
xor gates and xnor gates | 30
buffers and inverters | 81
muxes | 81
and+or+nand+nor | 230
## stage by stage
step | setup WS, ns | power (uW) | util, %
3_3_place_gp | 3.87 | 235 | 24.5
5_1_grt | 3.59 | 252 | 24.5
3_5_place_dp | 3.82 | 236 | 24.5
2_1_floorplan | 5.70 | 87.3 | -
6_report | 3.82 | 234 | 24.6
4_1_cts | 3.82 | 237 | 24.5
## area by class of cell
class / count / area (um2)
Fill cell: 3573 / 24500
Timing Repair Buffer: 379 / 3730
Multi-Input combinational cell: 509 / 3580
Tap cell: 442 / 553
Inverter: 23 / 86.3
Antenna cell: 11 / 27.5
## final timing paths
| check | depth (start not counted) | end | from | slack (ns) |
|---|---|---|---|---|
| setup / recovery | 8 | rD2_forward[15] | MEM_rf_wsel[2] | 3.82 |
| hold / removal | 4 | rD1_forward[30] | RF_wD[30] | 5.88 |
## where the power goes
part | switching [uW] | internal [uW]
sequential | 0 | 0
combinational | 102 | 133
clock | 0 | 0.000121
total | 102 | 133
## cell usage in the layout (no fill, tap or decap), drive strengths merged, types with 2 or more instances in the layout
cell           netlist  routed
a211o               22      22
a211oi              13      13
a21o                13      13
a21oi               19      19
a221o               27      27
a221oi              12      12
a22oi                4       4
buf                 28      22
clkdlybuf4s50        0     357
diode                0      11
inv                 23      23
mux2                25      25
mux2i               55      55
nand2               59      59
nand2b               3       3
nand3                3       3
nand3b               2       2
nand4                4       4
nand4b               3       3
nor2                79      79
nor2b                5       5
nor3                48      48
nor3b                2       2
nor4                10      10
o21ai                4       4
o221ai              14      14
o22a                 4       4
o22ai                9       9
o2bb2ai              2       2
o32ai               20      20
or2                  2       2
or4                  6       6
xnor2               15      15
xor2                15      15
Power figures rest on the tool's default switching activity, not on a simulated workload.
